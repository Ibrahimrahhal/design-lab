File: /design/flow/design.v
module Data_Memory(readdata , address, writedata , memwrite , memread , clk); 
input [31:0] address , writedata ; 
input memwrite , memread , clk; 
output [31:0] readdata; 
reg [31:0] readdata; 
reg [31:0] DM [255:0]; 
integer i;
	initial begin 
	for(i=0;i<256;i=i+1)
        DM[i]=i;	 
	end 
always @(posedge clk)
 begin  #5; if(memwrite==1)
               DM[address>>2]=writedata; 
            end
always @(address or memread)
 begin  #15; if(memread==1)
               readdata=DM[address>>2];
             end
endmodule 
File: /design/flow/run.sh
#!/bin/bash
# OpenROAD 26Q1-2900-gdf79404cd8, Yosys 0.63+post, stock flow scripts
make -C /OpenROAD-flow-scripts/flow DESIGN_CONFIG=/design/flow/config.mk WORK_HOME=/design/flow/orfs finish
File: /design/flow/config.mk
export PLATFORM = sky130hd
export DESIGN_NAME = Data_Memory
export DESIGN_NICKNAME = Data_Memory
export VERILOG_FILES = /design/flow/design.v
export SDC_FILE = /design/flow/constraint.sdc
export NUM_CORES = 4
export LEC_CHECK = 1
export CORE_UTILIZATION = 50
export SYNTH_MEMORY_MAX_BITS = 65536
File: /design/flow/constraint.sdc
current_design Data_Memory

set clk_period 66.6
set clk_io_pct 0.2

create_clock -name clk0 -period $clk_period [get_ports {clk}]

set non_clock_inputs [all_inputs -no_clocks]
set_input_delay [expr $clk_period * $clk_io_pct] -clock clk0 $non_clock_inputs
set_output_delay [expr $clk_period * $clk_io_pct] -clock clk0 [all_outputs]
==> impl_metrics.env <==
# implementation run metrics
export IMPL_status="completed"
export IMPL_final_cells=22818
export IMPL_drc=0
export IMPL_top_cell_area_share=0.797
export IMPL_whs_ns=12.54
export IMPL_path_clk_slew_ns=0.06
export IMPL_vias=145430
export IMPL_edf_count=8192
export IMPL_rows=288
export IMPL_ctsHoldBuffers=0
export IMPL_drt_pass1_iter_count=5
export IMPL_period_used=0.259
export IMPL_top_area_cell="edfxtp_1"
export IMPL_grt_pass1_wl_mm=1210
export IMPL_clock_path_buffers=4
export IMPL_peakVddDrop_mv=0.0307
export IMPL_avgSynthCellArea_um2=23.6
export IMPL_gp_congestion=0.956
export IMPL_finalHoldViolCount=0
export IMPL_hpwl_mm=516
export IMPL_openroad_warnings=58
export IMPL_area_growth_synth_to_final_pct=14.0
export IMPL_cts_root_buffer_cell="clkbuf_16"
export IMPL_worst_slew_pin_transition_ns=1.39
export IMPL_grt_max_degree=117
export IMPL_top_cell="edfxtp_1"
export IMPL_synth_flop_count=8224
export IMPL_tns_ns=0
export IMPL_yosys_top_cells_count="edfxtp_1 (8192), mux4_2 (2048), a22oi_1 (1024), a21oi_1 (512), clkbuf_1 (498)"
export IMPL_unclocked_pins=32
export IMPL_drive_above_1_share=0.301
export IMPL_ant_nets=0
export IMPL_crit_type="in2reg"
export IMPL_dp_cells=21286
export IMPL_rsz0062_at_grt="no"
export IMPL_path_max_fanout=45
export IMPL_cp_data_required_time_ns=67.43
export IMPL_htreeDepth=6
export IMPL_relSlewSlack=0.0579
export IMPL_synth_chip_area_mm2=0.309
export IMPL_yosys_most_used_dff="edfxtp_1"
export IMPL_slew_viol_final=0
export IMPL_yosys_top_cells_area="edfxtp_1 (80%), mux4_2 (15%), a22oi_1 (2.5%), a21oi_1 (0.83%), clkbuf_1 (0.61%)"
export IMPL_grt_antenna_before_repair=49
export IMPL_cts_made_buffers=805
export IMPL_cts_tree="built"
export IMPL_die_h_um=788
export IMPL_grt_overflow=0
export IMPL_coreArea_mm2=0.615
export IMPL_syn_inst=13087
export IMPL_max_cap_violations=0
export IMPL_p_leak_nw=108
export IMPL_arrival_ns=18.05
export IMPL_power_density_mw_per_mm2=30.5
export IMPL_wire_per_inst_um=37.9
export IMPL_netlist_area_mm2=0.309
export IMPL_untimed_endpoints=64
export IMPL_avgViaCountPerCell=6.37
export IMPL_synth_cell_types=22
export IMPL_grt_pass1_vias=163466
export IMPL_routed_wl_mm=865
export IMPL_end_kind="register"
export IMPL_setup_viol=0
export IMPL_chip_area_mm2=0.621
export IMPL_ctsResizeCount=0
export IMPL_fp_dieW_um=788
export IMPL_max_freq_ghz=0.0581
export IMPL_async_reset_ff_frac=0
export IMPL_cp_start_kind="primary input"
export IMPL_fp_util=0.502
export IMPL_num_io_pins=99
export IMPL_dr_first_iter_drc_count=9105
export IMPL_yosysCellCount=13087
export IMPL_hp_class="in2reg"
export IMPL_portBuffers=74
export IMPL_globalRouteTotalUtil=0.319
export IMPL_postCtsSetupRepairBufs=0
export IMPL_ys_warn_count=1
export IMPL_period_needed_ns=17.22
-- cell families after synthesis --
kind of cell,after synthesis,synth area share
muxes,2048,0.149
DFF,8192,0.797
and+or+nand+nor,354,0.00489
latches,32,0.00156
AOI/OAI and AO/OA,1664,0.0368
buffers and inverters,797,0.0109
-- sequential cells by signal, indices dropped and copies added (netlist names) --
name / flops
DM: 8192
readdata: 32
-- area by class of cell --
cell class	count	area, um2
Antenna cell	49	123
Clock buffer	982	20900
Clock inverter	501	5520
Fill cell	42412	263000
Inverter	1	3.75
Multi-Input combinational cell	4066	61700
Sequential cell	8224	246000
Tap cell	8120	10200
Timing Repair Buffer	875	7070
-- final timing paths --
check	from	to	slack, ns	depth (start not counted)
worst max-delay path	address[4]	DM[108][17]	49.38	8
worst min-delay path	writedata[24]	DM[93][24]	12.54	1
-- routing by layer --
metal | global-route usage | wire length, um | share of wire | vias to the layer above
met5 | 0.0596 | 3770 | 0.0044 | -
met4 | 0.113 | 43500 | 0.050 | 66
met3 | 0.296 | 185000 | 0.21 | 1559
met2 | 0.432 | 394000 | 0.46 | 11082
met1 | 0.363 | 239000 | 0.28 | 73929
li1 | - | - | - | 58794
-- worst max-delay path, stage by stage --
cell and delay (ns):
clkdlybuf4s50_1 0.79, and2_4 0.31, buf_4 0.57, buf_4 0.72, nand3_4 0.66, buf_4 0.56, nor2_4 0.45, buf_4 0.46
-- per-stage QoR --
step                      utilization  setup WS, ns  area (um2)  power [mW]
after floorplan                     -         49.40      309000        6.04
after global routing            0.572         49.31      352000        11.0
after global placement          0.529         48.44      325000        6.32
after detailed placement        0.529         48.27      325000        6.33
after CTS                       0.572         49.50      352000        10.8
final                           0.572         49.38      352000        10.7
-- power breakdown --
group / internal [mW] / switching, mW / total, mW
Clock: 2.58 / 1.93 / 4.52
Sequential: 5.69 / 0.00682 / 5.69
Combinational: 0.164 / 0.364 / 0.528
-- placed cells by master (no fill, tap or decap), types with 49 or more instances in the layout --
master,instances
clkbuf_16,808
mux4_2,2048
diode_2,49
a22oi_1,1024
clkbuf_1,174
bufinv_16,88
o41ai_2,87
nor2_4,228
clkinv_2,156
a21oi_1,512
clkinv_1,165
buf_4,790
edfxtp_1,8192
Power and IR drop assume default switching activity.

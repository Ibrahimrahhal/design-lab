==> flow/config.mk <==
export PLATFORM = sky130hd
export DESIGN_NAME = Instruction_Memory
export DESIGN_NICKNAME = Instruction_Memory
export VERILOG_FILES = /design/flow/design.v
export SDC_FILE = /design/flow/constraint.sdc
export NUM_CORES = 4
export LEC_CHECK = 1
export CORE_AREA = 10 10 70 70
export DIE_AREA = 0 0 80 80
export SYNTH_MEMORY_MAX_BITS = 65536
==> flow/constraint.sdc <==
current_design Instruction_Memory

set clk_period 1.6
set clk_io_pct 0.2

create_clock -name clk0 -period $clk_period

set non_clock_inputs [all_inputs -no_clocks]
set_input_delay [expr $clk_period * $clk_io_pct] -clock clk0 $non_clock_inputs
set_output_delay [expr $clk_period * $clk_io_pct] -clock clk0 [all_outputs]
==> flow/design.v <==
 module Instruction_Memory(PC, instruction); 
input [31:0] PC; 
output [31:0] instruction; 
reg [31:0] instruction; 
reg [31:0] IM [255:0]; 
initial begin 
IM[0] = 32'h8c010004; 
IM[1] = 32'h8c02000c; 
IM[2] = 32'h8c030014; 
IM[3] = 32'h8c04001c; 
IM[4] = 32'h00232805; 
IM[5] = 32'h50a603ff;
IM[6] = 32'h00824007;
IM[7] = 32'hcc00000b;
IM[8] = 32'h00a63802;
IM[9] = 32'hac070008;
IM[10] = 32'hc4000013;
IM[11] = 32'h4d080002;
IM[12] = 32'hac050004;
IM[13] = 32'hac060018;
IM[14] = 32'hc068fffc;
IM[15] = 32'h01034807;
IM[16] = 32'h03e00008;
IM[17] = 32'h00e95000;
IM[18] = 32'h01245806;
end 
always @ (PC ) 
#15 instruction = IM[PC>>2];  
endmodule 
==> flow/run.sh <==
#!/bin/bash
# OpenROAD 26Q1-2900-gdf79404cd8, Yosys 0.63+post, stock flow scripts
make -C /OpenROAD-flow-scripts/flow DESIGN_CONFIG=/design/flow/config.mk WORK_HOME=/design/flow/orfs finish
==> out/metrics.cfg <==
[status]
status=finished, violations left
violations=setup timing

[global_route]
grt_pass1_wl_microns=5590
globalRoute.totalOverflow=0
grt_util_all_layers_pct=10.5
grt_pass1_vias=1131
antenna_found_initial=0
grt_max_degree=11

[finish]
register_area_sq_um=0
layout_top_cell=buf_4
layout-drive-gt1-share_pct=74.9
clockBufferCount=0
mostFrequentLayoutCells=buf_4 (29), buf_2 (23), buf_6 (23)
area_growth_pct=123
ff_count=0

[run]
cap_violations=0
warnings=68

[route]
wl_per_cell_microns=16.3
ant_nets=0
routed_wl_microns=3610
drc_errors=0
num_vias=1078
drt-initial-drc-count=54
n_antenna_cell=0
drt_pre_antenna_iters=4
viasPerCell=4.88

[placement]
pre_cts_ws_ns=-1.05
detailed_place_hpwl_microns=2080
io_buffers=36
gp_congestion=0.887

[synthesis]
ys_chip_area_sq_um=756
syn_area_sq_um=756
synthCells=103
ys_seq_share_pct=0
synth_cell_types=31
yosysWarnings=1
avgSynthCellArea_sq_um=7.34
ys_cells=103

[sta]
fin_ws_ns=-0.310
slew_viol_final=0
clock.fmax_mhz=524
tns_ns=-3.44
post-route-period-util_pct=119
rsz0062_at_grt=true
hold_viol_final=0
setup_viol=24
post-route-min-period_ns=1.91

[floorplan]
fp_util_pct=22.1
rows=21
fp.dieW_microns=80
die-area_sq_um=6400
ios=64
fp.coreArea_sq_um=3420
die_h_microns=80

[power]
cellPowerDensity_nw_per_um2=273
leakagePower_uw=0.000768
peakVddDrop_uv=108
power_uw=459

[hold_path]
hold_class=input port to output port

[clocking]
hold_buffers=0

[critical_path]
worst-path-max-fanout=6
critPathKind=input port to output port
crit_required_ns=1.28
worst_setup_path_start_kind=input port
crit_arrival_ns=1.59
cp-end-kind=output port

==> worst paths after layout <==
check	endpoint	cells past startpoint	startpoint
worst max-delay path	instruction[4]	7	PC[2]
worst min-delay path	instruction[17]	4	PC[4]
==> final cells by class <==
| cell class | count | area [sq um] |
|---|---|---|
| fillers | 286 | 1730 |
| multi-input cells | 84 | 856 |
| repair buffers | 87 | 747 |
| well taps | 46 | 57.6 |
| inverters | 4 | 22.5 |
==> through the flow <==
| stage | hold slack (ns) | cell area, sq um | util, % | cells |
|---|---|---|---|---|
| 3_3_place_gp | 1.82 | 1280 | 37.5 | 196 |
| 6_report | 1.10 | 1680 | 49.3 | 221 |
| 4_1_cts | 1.09 | 1600 | 46.8 | 218 |
| 3_5_place_dp | 1.81 | 1280 | 37.5 | 196 |
| 2_1_floorplan | 0.666 | 776 | - | 103 |
| 5_1_grt | 1.12 | 1680 | 49.3 | 221 |
==> synthesized netlist by cell type <==
library cell  instances  area (sq um)
a2111oi_2             1          15.0
a211oi_1              4          30.0
a21boi_0              1          7.51
a21o_1                1          7.51
a21oi_1               8          40.0
a221o_1               1          10.0
a221oi_2              2          30.0
a22oi_1               5          37.5
and2_1                1          6.26
buf_2                 4          20.0
buf_4                 7          52.6
buf_6                 5          56.3
conb_1                1          3.75
ha_1                  8           100
inv_1                 4          15.0
mux2_2                3          33.8
mux2i_1               3          30.0
mux4_2                1          22.5
nand2_1               9          33.8
nand2b_1              3          18.8
nor2_1                8          30.0
nor2b_1               2          12.5
nor2b_4               2          27.5
nor3_1                2          10.0
nor3b_2               1          12.5
o21ai_0               5          25.0
o21ai_1               5          25.0
o221ai_1              1          8.76
o22ai_1               2          12.5
o31a_1                1          8.76
or2_1                 2          12.5
==> worst max-delay path: stages <==
cell        delay, ns
buf_8            0.08
clkinvlp_4       0.17
ha_4             0.22
buf_6            0.11
mux4_2           0.45
nor2b_4          0.14
buf_2            0.10
==> cells by family after synthesis <==
group,share of synthesized area (%)
AOI/OAI and AO/OA,34.1
adders and majority gates,13.2
buffers and inverters,19.0
muxes,11.4
other,0.496
and+or+nand+nor,21.7
==> what timing repair did <==
item / CTS / global route
resized: 167 / 24
buffers inserted: 19 / 4
setup endpoints to repair: 31 / 28
gates cloned: 3 / 0
pin swaps: 29 / 20
==> where the power goes <==
group          switching [uW]  internal [uW]
logic                     200            258
clock network               0              0
registers                   0              0
total                     200            258
==> layer usage <==
metal	share of wire, %	global-route usage, %
met5	0	0
met4	0.94	1.58
met3	9.3	3.41
met2	45	16.8
met1	45	13.5
Power figures rest on the tool's default switching activity, not on a simulated workload.

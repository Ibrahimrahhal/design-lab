### flow/config.mk
export PLATFORM = sky130hd
export DESIGN_NAME = REG8
export DESIGN_NICKNAME = REG8
export VERILOG_FILES = /design/flow/design.v
export SDC_FILE = /design/flow/constraint.sdc
export NUM_CORES = 4
export LEC_CHECK = 1
export CORE_AREA = 10 10 70 70
export DIE_AREA = 0 0 80 80
### flow/constraint.sdc
current_design REG8

set clk_period 1.1
set clk_io_pct 0.2

create_clock -name clk0 -period $clk_period [get_ports {clk}]

set non_clock_inputs [all_inputs -no_clocks]
set_input_delay [expr $clk_period * $clk_io_pct] -clock clk0 $non_clock_inputs
set_output_delay [expr $clk_period * $clk_io_pct] -clock clk0 [all_outputs]
### flow/design.v
module INV (out, in);
   input in;
   output out;
   assign #1 out = ~in;
endmodule
module AND (out, in1, in2);
   input in1, in2;
   output out;
   assign #1 out =  (in1 & in2);
endmodule
module AND3 (out, in1, in2, in3);
   input in1, in2, in3;
   output out;
   assign #1 out =  (in1 & in2 & in3);
endmodule
module AND4 (out, in1, in2, in3, in4);
   input in1, in2, in3, in4;
   output out;
   assign #1 out =  (in1 & in2 & in3 & in4);
endmodule
module OR (out, in1, in2);
   input in1, in2;
   output out;
   assign #1 out =  (in1 | in2);
endmodule
module OR3 (out, in1, in2, in3);
   input in1, in2, in3;
   output out;
   assign #1 out =  (in1 | in2 | in3);
endmodule
module OR4 (out, in1, in2, in3, in4);
   input in1, in2, in3, in4;
   output out;
   assign #1 out =  (in1 | in2 | in3 | in4);
endmodule
module OR8 (out, in1, in2, in3, in4, in5, in6, in7, in8);
   input in1, in2, in3, in4, in5, in6, in7, in8;
   output out;
   wire w1,w2;
   OR4 o1(w1, in1, in2, in3, in4);
   OR4 o2(w2, in5, in6, in7, in8);
   OR  o3(out, w1, w2);
endmodule
module NAND (out, in1, in2);
   input in1, in2;
   output out;
   assign #1 out =  ~(in1 & in2);
endmodule
module NAND3 (out, in1, in2, in3);
   input in1, in2, in3;
   output out;
   assign #1 out =  ~(in1 & in2 & in3);
endmodule
module NAND4 (out, in1, in2, in3, in4);
   input in1, in2, in3, in4;
   output out;
   assign #1 out =  ~(in1 & in2 & in3 & in4);
endmodule
module NOR (out, in1, in2);
   input in1, in2;
   output out;
   assign #1 out =  ~(in1 | in2);
endmodule
module NOR3 (out, in1, in2, in3);
   input in1, in2, in3;
   output out;
   assign #1 out =  ~(in1 | in2 | in3);
endmodule
module NOR4 (out, in1, in2, in3, in4);
   input in1, in2, in3, in4;
   output out;
   assign #1 out =  ~(in1 | in2 | in3 | in4);
endmodule
module XOR (out, in1, in2);
   input in1, in2;
   output out;
   assign #1 out = in1 ^ in2;
endmodule
module XOR3 (out, in1, in2, in3);
   input in1, in2, in3;
   output out;
   assign #1 out =  (in1 ^ in2 ^ in3);
endmodule
module XOR4 (out, in1, in2, in3, in4);
   input in1, in2, in3, in4;
   output out;
   assign #1 out =  (in1 ^ in2 ^ in3 ^ in4);
endmodule
module XNOR (out, in1, in2);
   input in1, in2;
   output out;
   assign #1 out = ~(in1 ^ in2);
endmodule
module XNOR3 (out, in1, in2, in3);
   input in1, in2, in3;
   output out;
   assign #1 out =  ~(in1 ^ in2 ^ in3);
endmodule
module XNOR4 (out, in1, in2, in3, in4);
   input in1, in2, in3, in4;
   output out;
   assign #1 out =  ~(in1 ^ in2 ^ in3 ^ in4);
endmodule
module DFF (Q, D, clk, reset,enable);
   input D, clk, reset,enable;
   output Q;
   reg Q;
   always @(posedge clk)
    begin
      #2;
      if (reset == 1)
        Q=0;
      else if(enable == 1)
        Q=D;
    end
endmodule
module REG4 (Q, D, clk, reset, enable);
  input  clk, reset, enable;
  input  [3:0] D;         
  output [3:0] Q;         
DFF dff1(Q[0], D[0], clk, reset,enable);
DFF dff2(Q[1], D[1], clk, reset,enable);
DFF dff3(Q[2], D[2], clk, reset,enable);
DFF dff4(Q[3], D[3], clk, reset,enable);
endmodule
module REG8 (Q, D, clk, reset, enable);
  input  clk, reset, enable;
  input  [7:0] D;    
  output [7:0] Q;         
 REG4 r1 (Q[3:0], D[3:0], clk, reset, enable);
 REG4 r2 (Q[7:4], D[7:4], clk, reset, enable);
endmodule
module DFFnegclk (Q, D, clk, reset,enable);
   input D, clk, reset,enable;
   output Q;
   reg Q;
   always @(negedge clk)
    begin
      #2;
      if (reset == 1)
       Q=0;
      else if(enable == 1)
       Q=D;
    end
endmodule
module REG4negclk (Q, D, clk, reset, enable);
  input  clk, reset, enable;
  input  [3:0] D;         
  output [3:0] Q;         
DFFnegclk dff1(Q[0], D[0], clk, reset,enable);
DFFnegclk dff2(Q[1], D[1], clk, reset,enable);
DFFnegclk dff3(Q[2], D[2], clk, reset,enable);
DFFnegclk dff4(Q[3], D[3], clk, reset,enable);
endmodule
module REG8negclk (Q, D, clk, reset, enable);
  input  clk, reset, enable;
  input  [7:0] D;    
  output [7:0] Q;         
 REG4negclk r1 (Q[3:0], D[3:0], clk, reset, enable);
 REG4negclk r2 (Q[7:4], D[7:4], clk, reset, enable);
endmodule
module TFF (Q, T, clk, reset);
   input T, clk, reset;
   output Q;
   reg Q;
   always @(negedge clk or posedge reset)
	begin
     	 #2;
       if (reset == 1)
         Q = 0;
       else if (T == 1) 
         Q = ~Q;
	end
endmodule
module LATCH (Q, D, gate, reset);
   input D, gate, reset;
   output Q;
   reg Q;
   always @(gate or reset)
     if (reset == 1)
       #2 Q=0;
     else
       if (gate == 1)
         #2 Q=D;
endmodule
module TRI (out, in, cntl);
   input in, cntl;
   output out;
   reg out;
   always @(in or cntl) begin
     #1;
     if (cntl == 1)
       out = in;
     else
       out = 1'bz;
   end
endmodule
### flow/run.sh
#!/bin/bash
# OpenROAD 26Q1-2900-gdf79404cd8, Yosys 0.63+post, stock flow scripts
make -C /OpenROAD-flow-scripts/flow DESIGN_CONFIG=/design/flow/config.mk WORK_HOME=/design/flow/orfs finish
==> impl_metrics.toml <==
# generated from flow reports
[status]
status = "finished, final reports clean"

[clocking]
clk_path_buf_depth = 2
cts_max_level = 1
post_cts_buffers = 0
cts_tree = "built"
cts_resized = 16
postCtsHoldBufs = 0
clock_latency_ns = 0.25
cts_buffers = 3
clockRootBuffer = "clkbuf_4"
clk_pin_slew_ns = 0.05
cts_sinks = 8

[sta]
rsz0062_at_grt = "no"
fin_worst_skew_ns = 0
holdWs_ns = 0.474
period_used_pct = 92.8
maxSlewViolCount = 0
clock.fmax_mhz = 979
post-route-min-period_ns = 1.02
relSlewSlack_pct = 90.8
hold_viol_final = 0
finalSetupViolations = 0
tightest_slew_ns = 0.134

[die]
fp_util_pct = 10.1
die_height_um = 80
die_x_um = 80
die-area_sq_mm = 0.00640
ioPinCount = 19
core_area_sq_mm = 0.00342
rows = 21

[grt]
grt_pass1_vias = 265
grt_first_pass_wirelength_um = 1340
grt_max_degree = 9
grtUsageTotal_pct = 2.60
overflow = 0
antenna_found_initial = 0

[route]
wl_per_cell_um = 8.84
antenna-diode-count = 0
drc = 0
first_pass_iters = 2
num_vias = 251
drt_iter0_drc = 5
routed_via_density = 2.67
wirelength_um = 831
ant_nets = 0

[worst_setup_path]
reg2reg_slack_ns = 0.49
crit_start = "r2.dff1.Q"
end_kind = "primary output"
worst-endpoint-required_ns = 0.88
worstReg2RegStart = "r1.dff4.Q"
crit_path_start_kind = "flip-flop"
crit_path_end = "Q[4]"
crit_family = "flip-flops"
cp.depth = 1
path_cells = "dlygate4sd2_1"
r2r-end = "r1.dff4.Q"
crit_fanout = 2
rr_worst_depth = 2
slowest_stage = "dfxtp_2"
worst-setup-path-type = "reg2out"
path_buffers = 1
cp.arrival_ns = 0.80
cp_slowest_stage_delay_ns = 0.31

[synth]
ys.flop_type = "dfxtp_1"
edf_count = 0
ys.warnings.count = 2
synth-seq-area-share_pct = 46.4
netlist_area_sq_um = 345
top_cells_by_count = "8 x buf_4, 8 x dfxtp_1, 8 x mux2i_1, 8 x nor2_1"
top_cells_by_area = "dfxtp_1 46%, mux2i_1 23%, buf_4 17%"
synth_cell_types = 6
ys_seq_elements = 8
top_area_cell = "dfxtp_1"
ys_cells = 34
async_flop_share_pct = 0
yosys_area_sq_um = 345
synth.avg_cell_area_sq_um = 10.2
netlist_instances = 34
top_cell_area_share_pct = 46.4

[worst_hold_path]
min-delay-start = "r1.dff3.Q"
min_path_type = "reg2reg"

[power_and_ir_drop]
peakVddDrop_v = 0.000140
p_per_area_mw_per_mm2 = 1130
p_leak_nw = 0.261

[finish]
area_growth_pct = 63.8
instances_no_fill = 94
layout-drive-gt1-share_pct = 29.2
fill_cells = 387

[flow_run]
warning_count = 25
maxCapViolCount = 0

[place]
port_buffers = 18
place_congestion = 0.665
dp_cells = 91
dp_hpwl_um = 715
[metal layers]
| layer | vias to the layer above | global-route usage [%] | part of all wire (%) |
|---|---|---|---|
| li1 | 129 | - | - |
| met1 | 107 | 2.81 | 39 |
| met2 | 11 | 4.09 | 47 |
| met3 | 4 | 1.14 | 7.7 |
| met4 | 0 | 1.58 | 5.5 |
| met5 | - | 0 | 0 |
[registers in the layout, indices dropped and copies added (netlist names)]
register and cells:
r2.dff2.Q 1, r1.dff1.Q 1, r2.dff3.Q 1, r1.dff3.Q 1, r2.dff1.Q 1, r1.dff2.Q 1, r2.dff4.Q 1, r1.dff4.Q 1
[through the flow]
step / setup WS [ns] / instance area (sq um) / TNS (ns) / util (%) / total power, W
2_1_floorplan: 0.422 / 345 / 0 / - / 0.000375
3_5_place_dp: -0.121 / 543 / -0.794 / 15.9 / 0.000439
6_report: 0.0788 / 566 / 0 / 16.6 / 0.000641
5_1_grt: 0.0373 / 566 / 0 / 16.6 / 0.000691
3_3_place_gp: -0.0993 / 543 / -0.750 / 15.9 / 0.000437
4_1_cts: 0.0627 / 566 / 0 / 16.6 / 0.000660
[cell families (layout without fill, tap and decap cells)]
kind of cell,after synthesis,in the layout,synth area share (%)
buffers and inverters,10,24,21.7
muxes,8,8,23.2
DFF,8,8,46.4
and+or+nand+nor,8,8,8.70
[worst min path at each step]
stage | end | slack, ns | depth (start not counted)
after CTS | r2.dff4.Q | 0.48 | 2
after global routing | r1.dff3.Q | 0.50 | 2
final | r1.dff3.Q | 0.47 | 2
[final cells by class]
type,count,area (sq um),area share [%]
Timing Repair Buffer,21,205,36.3
Sequential cell,8,170,30.1
Multi-Input combinational cell,16,110,19.5
Tap cell,46,57.6,10.2
Clock buffer,3,22.5,3.98
[power breakdown]
group / switching (W) / internal, W / leakage [nW]
Combinational: 0.0000293 / 0.0000745 / 0.178
Sequential: 0.00000735 / 0.000311 / 0.0689
Clock: 0.0000943 / 0.000124 / 0.0138
[placed cells by master (no fill, tap or decap)]
cell,synthesis,routed
buf_12,0,1
clkdlybuf4s50_1,0,10
buf_4,8,2
nor2_1,8,8
mux2i_1,8,8
clkbuf_4,0,3
dlygate4sd2_1,0,8
dfxtp_2,0,8
Power is estimated from default activity; no workload was simulated.
